### ./run.sh
#!/bin/bash
# OpenROAD 26Q1-2900-gdf79404cd8, Yosys 0.63+post, stock flow scripts
make -C /OpenROAD-flow-scripts/flow DESIGN_CONFIG=/design/flow/config.mk WORK_HOME=/design/flow/orfs finish
### ./config.mk
export PLATFORM = sky130hd
export DESIGN_NAME = systolic_array_os
export DESIGN_NICKNAME = systolic_array_os
export VERILOG_FILES = /design/flow/design.v
export SDC_FILE = /design/flow/constraint.sdc
export NUM_CORES = 4
export LEC_CHECK = 1
export CORE_UTILIZATION = 30
### ./constraint.sdc
current_design systolic_array_os

set clk_period 23.7
set clk_io_pct 0.2

create_clock -name clk0 -period $clk_period [get_ports {clk}]

set non_clock_inputs [all_inputs -no_clocks]
set_input_delay [expr $clk_period * $clk_io_pct] -clock clk0 $non_clock_inputs
set_output_delay [expr $clk_period * $clk_io_pct] -clock clk0 [all_outputs]
### ./design.v
module mac_os #(
	parameter DATA_WIDTH = 16,
	parameter ACC_WIDTH = 64
	) (    
	input logic clk,
    input logic rstn,
	input logic acc_en,
    input logic signed  [DATA_WIDTH - 1:0] data_i,
	input logic signed  [DATA_WIDTH - 1:0] weight_i,
	output logic signed [DATA_WIDTH - 1:0] data_o,
    output logic signed [DATA_WIDTH - 1:0] weight_o,
	output signed [ACC_WIDTH  - 1:0] acc_o
    );
	logic signed [ACC_WIDTH  - 1:0] acc_r;
	logic signed [ACC_WIDTH  - 1:0] acc_prev_r;
	logic signed [DATA_WIDTH - 1:0] data_r;
    logic signed [DATA_WIDTH - 1:0] weight_r;
	always_ff @(posedge clk, negedge rstn) begin
		if(!rstn) begin
			acc_r      <= '0;
			data_r     <= '0;
            weight_r   <= '0;
		end else begin
            if (acc_en) begin
				acc_r    <= acc_prev_r + data_i * weight_i;
				data_r   <= data_i;
                weight_r <= weight_i;
			end
		end
	end
    assign acc_prev_r = acc_r;
	assign acc_o      = acc_r;
	assign data_o     = data_r;
    assign weight_o   = weight_r;
endmodule  
module pe_os #(
	parameter DATA_WIDTH = 16,
	parameter ACC_WIDTH = 64
	) (    
	input logic clk,
    input logic rstn,
	input logic acc_en,
    input logic signed  [DATA_WIDTH - 1:0] data_i,
	input logic signed  [DATA_WIDTH - 1:0] weight_i,
	output logic signed [DATA_WIDTH - 1:0] data_o,
	output logic signed [DATA_WIDTH - 1:0] weight_o,
	output logic signed [ACC_WIDTH  - 1:0] acc_o
    );
	mac_os #(
        .DATA_WIDTH(DATA_WIDTH),
        .ACC_WIDTH(ACC_WIDTH)
    ) mac_os_inst (
		.clk(clk),
		.rstn(rstn),
		.acc_en(acc_en),
		.data_i(data_i),
		.weight_i(weight_i),
		.data_o(data_o),
		.weight_o(weight_o),
		.acc_o(acc_o)
	);
endmodule
module systolic_array_os #(
    DATA_WIDTH = 16,
    ACC_WIDTH = 64
    )(
    input logic clk,
    input logic rstn,
    input  logic acc_en,
    input logic signed [DATA_WIDTH-1:0] data_0_i,
    input logic signed [DATA_WIDTH-1:0] data_1_i,
    input logic signed [DATA_WIDTH-1:0] data_2_i,
    input logic signed [DATA_WIDTH-1:0] data_3_i,
    input logic signed [DATA_WIDTH-1:0] weight_0_i,
    input logic signed [DATA_WIDTH-1:0] weight_1_i,
    input logic signed [DATA_WIDTH-1:0] weight_2_i,
    input logic signed [DATA_WIDTH-1:0] weight_3_i,
    output logic signed [ACC_WIDTH-1:0] acc_res_pe0_o,
    output logic signed [ACC_WIDTH-1:0] acc_res_pe1_o,
    output logic signed [ACC_WIDTH-1:0] acc_res_pe2_o,
    output logic signed [ACC_WIDTH-1:0] acc_res_pe3_o,
    output logic signed [ACC_WIDTH-1:0] acc_res_pe4_o,
    output logic signed [ACC_WIDTH-1:0] acc_res_pe5_o,
    output logic signed [ACC_WIDTH-1:0] acc_res_pe6_o,
    output logic signed [ACC_WIDTH-1:0] acc_res_pe7_o,
    output logic signed [ACC_WIDTH-1:0] acc_res_pe8_o,
    output logic signed [ACC_WIDTH-1:0] acc_res_pe9_o,
    output logic signed [ACC_WIDTH-1:0] acc_res_pe10_o,
    output logic signed [ACC_WIDTH-1:0] acc_res_pe11_o,
    output logic signed [ACC_WIDTH-1:0] acc_res_pe12_o,
    output logic signed [ACC_WIDTH-1:0] acc_res_pe13_o,
    output logic signed [ACC_WIDTH-1:0] acc_res_pe14_o,
    output logic signed [ACC_WIDTH-1:0] acc_res_pe15_o   
    );
    logic signed [DATA_WIDTH-1:0] data_pe0;
    logic signed [DATA_WIDTH-1:0] data_pe1;
    logic signed [DATA_WIDTH-1:0] data_pe2;
    logic signed [DATA_WIDTH-1:0] data_pe3;
    logic signed [DATA_WIDTH-1:0] data_pe4;
    logic signed [DATA_WIDTH-1:0] data_pe5;
    logic signed [DATA_WIDTH-1:0] data_pe6;
    logic signed [DATA_WIDTH-1:0] data_pe7;
    logic signed [DATA_WIDTH-1:0] data_pe8;
    logic signed [DATA_WIDTH-1:0] data_pe9;
    logic signed [DATA_WIDTH-1:0] data_pe10;
    logic signed [DATA_WIDTH-1:0] data_pe11;
    logic signed [DATA_WIDTH-1:0] data_pe12;
    logic signed [DATA_WIDTH-1:0] data_pe13;
    logic signed [DATA_WIDTH-1:0] data_pe14;
    logic signed [DATA_WIDTH-1:0] data_pe15;
    logic signed [DATA_WIDTH-1:0] weight_pe0;
    logic signed [DATA_WIDTH-1:0] weight_pe1;
    logic signed [DATA_WIDTH-1:0] weight_pe2;
    logic signed [DATA_WIDTH-1:0] weight_pe3;
    logic signed [DATA_WIDTH-1:0] weight_pe4;
    logic signed [DATA_WIDTH-1:0] weight_pe5;
    logic signed [DATA_WIDTH-1:0] weight_pe6;
    logic signed [DATA_WIDTH-1:0] weight_pe7;
    logic signed [DATA_WIDTH-1:0] weight_pe8;
    logic signed [DATA_WIDTH-1:0] weight_pe9;
    logic signed [DATA_WIDTH-1:0] weight_pe10;
    logic signed [DATA_WIDTH-1:0] weight_pe11;
    logic signed [DATA_WIDTH-1:0] weight_pe12;
    logic signed [DATA_WIDTH-1:0] weight_pe13;
    logic signed [DATA_WIDTH-1:0] weight_pe14;
    logic signed [DATA_WIDTH-1:0] weight_pe15;
    pe_os #(.DATA_WIDTH(DATA_WIDTH), .ACC_WIDTH(ACC_WIDTH)) pe_0 (
        .clk(clk),
        .rstn(rstn),
        .acc_en(acc_en),
        .data_i(data_0_i),
        .weight_i(weight_0_i),
        .data_o(data_pe0),
        .weight_o(weight_pe0),
        .acc_o(acc_res_pe0_o)
    );
    pe_os #(.DATA_WIDTH(DATA_WIDTH), .ACC_WIDTH(ACC_WIDTH)) pe_1 (
        .clk(clk),
        .rstn(rstn),
        .acc_en(acc_en),
        .data_i(data_pe0),
        .weight_i(weight_1_i),
        .data_o(data_pe1),
        .weight_o(weight_pe1),
        .acc_o(acc_res_pe1_o)
    );
    pe_os #(.DATA_WIDTH(DATA_WIDTH), .ACC_WIDTH(ACC_WIDTH)) pe_2 (
        .clk(clk),
        .rstn(rstn),
        .acc_en(acc_en),
        .data_i(data_pe1),
        .weight_i(weight_2_i),
        .data_o(data_pe2),
        .weight_o(weight_pe2),
        .acc_o(acc_res_pe2_o)
    );
    pe_os #(.DATA_WIDTH(DATA_WIDTH), .ACC_WIDTH(ACC_WIDTH)) pe_3 (
        .clk(clk),
        .rstn(rstn),
        .acc_en(acc_en),
        .data_i(data_pe2),
        .weight_i(weight_3_i),
        .data_o(data_pe3),
        .weight_o(weight_pe3),
        .acc_o(acc_res_pe3_o) 
    );
    pe_os #(.DATA_WIDTH(DATA_WIDTH), .ACC_WIDTH(ACC_WIDTH)) pe_4 (
        .clk(clk),
        .rstn(rstn),
        .acc_en(acc_en),
        .data_i(data_1_i),
        .weight_i(weight_pe0),
        .data_o(data_pe4),
        .weight_o(weight_pe4),
        .acc_o(acc_res_pe4_o)
    );
    pe_os #(.DATA_WIDTH(DATA_WIDTH), .ACC_WIDTH(ACC_WIDTH)) pe_5 (
        .clk(clk),
        .rstn(rstn),
        .acc_en(acc_en),
        .data_i(data_pe4),
        .weight_i(weight_pe1),
        .data_o(data_pe5),
        .weight_o(weight_pe5),
        .acc_o(acc_res_pe5_o)
    );
    pe_os #(.DATA_WIDTH(DATA_WIDTH), .ACC_WIDTH(ACC_WIDTH)) pe_6 (
        .clk(clk),
        .rstn(rstn),
        .acc_en(acc_en),
        .data_i(data_pe5),
        .weight_i(weight_pe2),
        .data_o(data_pe6),
        .weight_o(weight_pe6),
        .acc_o(acc_res_pe6_o)
    );
    pe_os #(.DATA_WIDTH(DATA_WIDTH), .ACC_WIDTH(ACC_WIDTH)) pe_7 (
        .clk(clk),
        .rstn(rstn),
        .acc_en(acc_en),
        .data_i(data_pe6),
        .weight_i(weight_pe3),
        .data_o(data_pe7),
        .weight_o(weight_pe7),
        .acc_o(acc_res_pe7_o)
    );
    pe_os #(.DATA_WIDTH(DATA_WIDTH), .ACC_WIDTH(ACC_WIDTH)) pe_8 (
        .clk(clk),
        .rstn(rstn),
        .acc_en(acc_en),
        .data_i(data_2_i),
        .weight_i(weight_pe4),
        .data_o(data_pe8),
        .weight_o(weight_pe8),
        .acc_o(acc_res_pe8_o)
    );
    pe_os #(.DATA_WIDTH(DATA_WIDTH), .ACC_WIDTH(ACC_WIDTH)) pe_9 (
        .clk(clk),
        .rstn(rstn),
        .acc_en(acc_en),
        .data_i(data_pe8),
        .weight_i(weight_pe5),
        .data_o(data_pe9),
        .weight_o(weight_pe9),
        .acc_o(acc_res_pe9_o)
    );
    pe_os #(.DATA_WIDTH(DATA_WIDTH), .ACC_WIDTH(ACC_WIDTH)) pe_10 (
        .clk(clk),
        .rstn(rstn),
        .acc_en(acc_en),
        .data_i(data_pe9),
        .weight_i(weight_pe6),
        .data_o(data_pe10),
        .weight_o(weight_pe10),
        .acc_o(acc_res_pe10_o)
    );
    pe_os #(.DATA_WIDTH(DATA_WIDTH), .ACC_WIDTH(ACC_WIDTH)) pe_11 (
        .clk(clk),
        .rstn(rstn),
        .acc_en(acc_en),
        .data_i(data_pe10),
        .weight_i(weight_pe7),
        .data_o(data_pe11),
        .weight_o(weight_pe11),
        .acc_o(acc_res_pe11_o) 
    );
    pe_os #(.DATA_WIDTH(DATA_WIDTH), .ACC_WIDTH(ACC_WIDTH)) pe_12 (
        .clk(clk),
        .rstn(rstn),
        .acc_en(acc_en),
        .data_i(data_3_i),
        .weight_i(weight_pe8),
        .data_o(data_pe12),
        .weight_o(weight_pe12),
        .acc_o(acc_res_pe12_o)
    );
    pe_os #(.DATA_WIDTH(DATA_WIDTH), .ACC_WIDTH(ACC_WIDTH)) pe_13 (
        .clk(clk),
        .rstn(rstn),
        .acc_en(acc_en),
        .data_i(data_pe12),
        .weight_i(weight_pe9),
        .data_o(data_pe13),
        .weight_o(weight_pe13),
        .acc_o(acc_res_pe13_o)
    );
    pe_os #(.DATA_WIDTH(DATA_WIDTH), .ACC_WIDTH(ACC_WIDTH)) pe_14 (
        .clk(clk),
        .rstn(rstn),
        .acc_en(acc_en),
        .data_i(data_pe13),
        .weight_i(weight_pe10),
        .data_o(data_pe14),
        .weight_o(weight_pe14),
        .acc_o(acc_res_pe14_o)
    );
    pe_os #(.DATA_WIDTH(DATA_WIDTH), .ACC_WIDTH(ACC_WIDTH)) pe_15 (
        .clk(clk),
        .rstn(rstn),
        .acc_en(acc_en),
        .data_i(data_pe14),
        .weight_i(weight_pe11),
        .data_o(data_pe15),
        .weight_o(weight_pe15),
        .acc_o(acc_res_pe15_o)
    );
endmodule  
==> ci_impl_report.md <==
### Metrics collected by this job

| Metric | Value |
|---|---|
| Die Span Y | 1030 um |
| Number of placed cells counting well taps | 46,700 |
| Share of layout cells above drive strength 1 | 6.96% |
| Final critical-path setup slack | 10.73 ns |
| Arrival time at the worst endpoint | 13.85 ns |
| Per-cell routed wire length | 20.5 um |
| Weighted congestion at the end of routability-driven global placement | 0.968 |
| Number of global-route vias before repair | 242,000 |
| Max Root-Sink Buffers | 5 |
| Chip area from the yosys synthesis statistics | 314,000 sq um |
| Count of boundary I/O pins | 1,155 |
| Final Core Density | 33.8% |
| RSZ-0062 raised after global routing | no |
| Proportion of netlist area held by the largest area contributor | 43.4% |
| Final worst path period share | 54.7% |
| Buffer cell driving the clock tree root | clkbuf_16 |
| OpenROAD warning count | 47 |
| Count of routing violations after the opening detailed-route iteration | 9,329 |
| H-tree depth reported by CTS | 4 |
| Async S/R FF share, synth | 100% |
| Cell count after synthesis | 32,100 |
| Number of routed nets with antenna violations | 0 |
| Width of the die | 1030 um |
| Layout Cells excl Fill | 47,200 |
| Distinct cell type count after synthesis | 102 |
| Floorplan core area | 1,040,000 sq um |
| Slew at the pin with the worst max-slew slack | 1.06 ns |
| CP peak stage delay | 0.82 ns |
| I/O Buffers | 1,154 |
| Worst slew margin | 28.4% |
| Leading area contributor after synthesis | fa_1 |
| Total cells reported by yosys after synthesis | 32,100 |
| Number of rows created at floorplan | 375 |
| Number of storage elements in the synthesis netlist | 1,408 |
| Minimum hold slack | 0.467 ns |
| Average size of a mapped cell | 9.79 sq um |
| Post-synth top flop | dfrtp_1 |
| Status | finished clean |
| Kind of start point of the critical path | input port |
| Placement-stage worst setup slack | 9.68 ns |
| Count of buffers added by post-CTS timing repair for setup | 0 |
| Area overhead of the layout relative to synthesis | 12.2% |
| Time the worst path needs with I/O delays and setup | 12.97 ns |
| Portion of the post-synthesis area used by sequential elements | 11.2% |
| Setup TNS | 0 ns |
| Antenna violations before repair | 105 |
| Detailed Route WL | 968,000 um |
| Layout Skew | 0.114 ns |
| WP data required | 24.58 ns |
| Number of endpoints with negative hold slack in the final report | 0 |
| Number of setup violations in the final report | 0 |
| Crit Path Max Fanout | 17 |
| TritonCTS clock tree | yes |
| Worst path bufs/invs | 7 |
| Max Clk Rate | 0.0771 GHz |
| Post-cts hold-fix buffer tally | 0 |
| Top cells by count | inv_1 (8,192), fa_1 (6,816), nand2_1 (2,722), ha_1 (2,608), and2_1 (1,881) |
| HP Class | reg2reg |
| Total number of clock tree sinks | 1,408 |
| Number of buffers created by CTS | 234 |
| Count leader, synth | inv_1 |
| Count of library flops with an enable pin | 0 |
| Synth warn | 1 |
| Routed via count | 218,000 |
| Initial cell density of the core | 30.1% |
| Cell Area, Synth | 314,000 sq um |
| Number of violations of the max-capacitance limit | 0 |
| Biggest area cells | fa_1 (43%), dfrtp_1 (11%), ha_1 (10%) |
| Global route overflow | 0 |
| Slowest stage cell on the critical path | fa_1 |
| Max-slew violation total from the final report | 0 |
| Gates resized, CTS repair | 0 |
| Pin count of the biggest net entering global routing | 101 |
| First-pass GRT wire length | 1,510,000 um |
| Number of iterations in the first detailed-routing pass | 6 |
| HPWL after detailed placement | 816,000 um |
| CTS clk-pin slew, worst paths | 0.06 ns |
| Worst setup path class | in2reg |
| Residual DRC count | 0 |
| Full die area | 1,050,000 sq um |
| Post-DR vias/cell | 4.62 |
| Worst path top cell family by delay | adder cells |
| Clock latency reported for the late side of the worst-skew pair | 1.10 ns |
| Aggregate global-route resource usage | 19.9% |
| Type of destination of the critical path | flop |
[per-stage QoR]
stage / instance area (sq um)
after CTS: 352000
final: 352000
after floorplan: 314000
after global routing: 352000
after global placement: 344000
after detailed placement: 344000
[kinds of logic after synthesis]
| family | after synthesis | synth area share [%] |
|---|---|---|
| adders and majority gates | 9424 | 53.8 |
| DFF | 1408 | 11.2 |
| and+or+nand+nor | 6348 | 9.80 |
| AOI/OAI and AO/OA | 3409 | 6.96 |
| muxes | 1196 | 4.29 |
| buffers and inverters | 9276 | 11.1 |
| xor gates and xnor gates | 1020 | 2.84 |
[layout by cell type (no fill, tap or decap), drive strengths merged, types with 101 or more instances in the layout]
master,synthesis,routed
xnor2,680,680
o21ai,631,631
a211oi,112,112
and2,1881,1881
ha,2608,2608
a21o,631,631
nand3,219,219
and3,101,101
o21bai,216,216
a31oi,131,131
nand2b,105,105
nand2,2722,2722
clkbuf,1049,294
buf,22,614
nor2b,108,108
nor2,755,755
mux2,1192,1192
dfrtp,1408,1408
inv,8192,8205
o21a,106,106
a21oi,1055,1055
nor3,117,117
clkdlybuf4s50,0,1150
xor2,340,340
fa,6816,6816
nand4,174,174
[layout make-up]
type | instances | area, sq um
diodes | 49 | 123
clock buffers | 294 | 6440
clock inverters | 127 | 1970
fillers | 104000 | 691000
inverters | 8205 | 30800
multi-input cells | 21400 | 244000
flip-flops and latches | 1408 | 35200
well taps | 13900 | 17500
repair buffers | 1764 | 16200
[worst paths after layout]
path	start	end	slack (ns)	cells after the start
max	weight_3_i[1]	pe_3.mac_os_inst.acc_r[51]	10.73	26
min	pe_7.mac_os_inst.acc_r[63]	pe_7.mac_os_inst.acc_r[63]	0.47	1
max reg2reg	pe_10.mac_os_inst.data_r[15]	pe_11.mac_os_inst.acc_r[62]	14.13	23
min reg2reg	pe_7.mac_os_inst.acc_r[63]	pe_7.mac_os_inst.acc_r[63]	0.47	1
max in group asynchronous	rstn	pe_2.mac_os_inst.weight_r[9]	16.12	7
min in group asynchronous	rstn	pe_14.mac_os_inst.acc_r[52]	3.58	1
[layer usage]
layer | wire (um) | up-vias | GRT usage [%] | share of wire (%)
met5 | 644 | - | 0.104 | 0.067
met4 | 36900 | 42 | 5.65 | 3.8
met3 | 113000 | 1192 | 9.93 | 12
met2 | 436000 | 6639 | 30.0 | 45
met1 | 382000 | 111000 | 25.9 | 39
li1 | - | 99100 | - | -
[worst register-to-register path, cell delays in order (launching register included)]
cell and delay [ns]:
dfrtp_1 0.52, nand2_1 0.21, inv_1 0.09, fa_2 0.65, inv_1 0.11, fa_1 0.89, fa_1 0.64, fa_1 1.04
inv_1 0.45, buf_4 0.36, fa_1 0.53, inv_1 0.05, fa_1 0.48, inv_1 0.05, ha_1 0.42, nand4_1 0.23
or4_1 0.56, o21ai_1 0.45, a21boi_1 0.29, o21a_1 0.27, o21ai_1 0.41, a41oi_1 0.28, xnor2_1 0.20, mux2_2 0.27
