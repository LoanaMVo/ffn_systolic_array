### flow/config.mk
export PLATFORM = sky130hd
export DESIGN_NAME = systolic_array_ws
export DESIGN_NICKNAME = systolic_array_ws
export VERILOG_FILES = /design/flow/design.v
export SDC_FILE = /design/flow/constraint.sdc
export NUM_CORES = 4
export LEC_CHECK = 1
export CORE_UTILIZATION = 50
### flow/constraint.sdc
current_design systolic_array_ws

set clk_period 31.6
set clk_io_pct 0.2

create_clock -name clk0 -period $clk_period [get_ports {clk}]

set non_clock_inputs [all_inputs -no_clocks]
set_input_delay [expr $clk_period * $clk_io_pct] -clock clk0 $non_clock_inputs
set_output_delay [expr $clk_period * $clk_io_pct] -clock clk0 [all_outputs]
### flow/design.v
module acc_result #(
        parameter DATA_WIDTH=64
    )(
        input logic clk,
        input logic rstn,
        input logic acc_en,
        input logic signed  [DATA_WIDTH-1:0] acc_i,
        output logic signed [DATA_WIDTH-1:0] acc_o       
    );
    logic signed [DATA_WIDTH-1:0] acc_r;
    always @(posedge clk, negedge rstn) begin
        if(!rstn) begin
            acc_r <= '0;
        end else begin
            if (acc_en)
                acc_r <= acc_r + acc_i;
        end
    end
    assign acc_o = acc_r;
endmodule 
module mac_ws #(
	parameter DATA_WIDTH = 16,
	parameter ACC_WIDTH = 64
	) (    
	input logic clk,
    input logic rstn,
	input logic acc_en,
    input logic load_en,
    input logic signed  [DATA_WIDTH - 1:0] data_i,
	input logic signed  [ACC_WIDTH - 1:0] acc_i,
	input logic signed  [DATA_WIDTH - 1:0] weight_i,
	output logic signed [DATA_WIDTH - 1:0] data_o,
	output signed [ACC_WIDTH  - 1:0] acc_o
    );
	logic signed [ACC_WIDTH  - 1:0] acc_r;
	logic signed [DATA_WIDTH - 1:0] data_r;
    logic signed [DATA_WIDTH - 1:0] weight_r;
	always_ff @(posedge clk, negedge rstn) begin
		if(!rstn) begin
			acc_r    <= '0;
			data_r   <= '0;
            weight_r <= '0;
		end else begin
			if (load_en) begin
                weight_r <= weight_i;
            end
            if (acc_en) begin
				acc_r  <= acc_i + data_i * weight_r;
				data_r <= data_i;
			end
		end
	end
	assign acc_o    = acc_r;
	assign data_o   = data_r;
endmodule  
module pe_ws #(
	parameter DATA_WIDTH = 16,
	parameter ACC_WIDTH = 64
	) (    
	input logic clk,
    input logic rstn,
	input logic acc_en,
    input logic load_en, 
    input logic signed  [DATA_WIDTH - 1:0] data_i,
    input logic signed  [ACC_WIDTH - 1:0] acc_i,
	input logic signed  [DATA_WIDTH - 1:0] weight_i,
	output logic signed [DATA_WIDTH - 1:0] data_o,
	output logic signed 		[ACC_WIDTH  - 1:0] acc_o
    );
	mac_ws #(
        .DATA_WIDTH(DATA_WIDTH),
        .ACC_WIDTH(ACC_WIDTH)
    ) mac_ws_inst (
		.clk(clk),
		.rstn(rstn),
		.acc_en(acc_en),
        .load_en(load_en),
		.data_i(data_i),
		.acc_i(acc_i),
		.weight_i(weight_i),
		.data_o(data_o),
		.acc_o(acc_o)
	);
endmodule
module systolic_array_ws #(
	DATA_WIDTH = 16,
	ACC_WIDTH = 64,
	PE_NUM = 16,
    NEURON_NUM = 4,
    WEIGHT_WIDTH = DATA_WIDTH*PE_NUM
	)(
	input logic clk,
	input logic rstn,
    input logic rstn_acc,
	input  logic acc_en,
    input logic load_en,
	input logic signed [DATA_WIDTH-1:0] data_0_i,
	input logic signed [DATA_WIDTH-1:0] data_1_i,
	input logic signed [DATA_WIDTH-1:0] data_2_i,
	input logic signed [DATA_WIDTH-1:0] data_3_i,
	input logic signed [WEIGHT_WIDTH-1:0] weight_i,
	output logic signed [ACC_WIDTH*NEURON_NUM-1:0] acc_o
	);
	logic signed [DATA_WIDTH-1:0] data_pe0;
	logic signed [DATA_WIDTH-1:0] data_pe1;
	logic signed [DATA_WIDTH-1:0] data_pe2;
	logic signed [DATA_WIDTH-1:0] data_pe3;
	logic signed [DATA_WIDTH-1:0] data_pe4;
	logic signed [DATA_WIDTH-1:0] data_pe5;
	logic signed [DATA_WIDTH-1:0] data_pe6;
	logic signed [DATA_WIDTH-1:0] data_pe7;
	logic signed [DATA_WIDTH-1:0] data_pe8;
	logic signed [DATA_WIDTH-1:0] data_pe9;
	logic signed [DATA_WIDTH-1:0] data_pe10;
	logic signed [DATA_WIDTH-1:0] data_pe11;
	logic signed [DATA_WIDTH-1:0] data_pe12;
	logic signed [DATA_WIDTH-1:0] data_pe13;
	logic signed [DATA_WIDTH-1:0] data_pe14;
	logic signed [DATA_WIDTH-1:0] data_pe15;
   	logic signed [ACC_WIDTH-1:0] acc_res_pe0;
	logic signed [ACC_WIDTH-1:0] acc_res_pe1;
	logic signed [ACC_WIDTH-1:0] acc_res_pe2;
	logic signed [ACC_WIDTH-1:0] acc_res_pe3;
	logic signed [ACC_WIDTH-1:0] acc_res_pe4;
	logic signed [ACC_WIDTH-1:0] acc_res_pe5;
	logic signed [ACC_WIDTH-1:0] acc_res_pe6;
	logic signed [ACC_WIDTH-1:0] acc_res_pe7;
	logic signed [ACC_WIDTH-1:0] acc_res_pe8;
	logic signed [ACC_WIDTH-1:0] acc_res_pe9;
	logic signed [ACC_WIDTH-1:0] acc_res_pe10;
	logic signed [ACC_WIDTH-1:0] acc_res_pe11;
	logic signed [ACC_WIDTH-1:0] acc_res_pe12;
	logic signed [ACC_WIDTH-1:0] acc_res_pe13;
	logic signed [ACC_WIDTH-1:0] acc_res_pe14;
	logic signed [ACC_WIDTH-1:0] acc_res_pe15;
	pe_ws #(.DATA_WIDTH(DATA_WIDTH), .ACC_WIDTH(ACC_WIDTH)) pe_0 (
		.clk(clk),
		.rstn(rstn),
		.acc_en(acc_en),
        .load_en(load_en),
		.data_i(data_0_i),
        .acc_i('0),
		.weight_i(weight_i[DATA_WIDTH*1-1-:DATA_WIDTH]),
		.data_o(data_pe0),
		.acc_o(acc_res_pe0)
	);
	pe_ws #(.DATA_WIDTH(DATA_WIDTH), .ACC_WIDTH(ACC_WIDTH)) pe_1 (
		.clk(clk),
		.rstn(rstn),
		.acc_en(acc_en),
        .load_en(load_en),
		.data_i(data_1_i),
        .acc_i(acc_res_pe0),
		.weight_i(weight_i[DATA_WIDTH*2-1-:DATA_WIDTH]),
		.data_o(data_pe1),
		.acc_o(acc_res_pe1)
	);
	pe_ws #(.DATA_WIDTH(DATA_WIDTH), .ACC_WIDTH(ACC_WIDTH)) pe_2 (
		.clk(clk),
		.rstn(rstn),
		.acc_en(acc_en),
        .load_en(load_en),
		.data_i(data_2_i),
        .acc_i(acc_res_pe1),
		.weight_i(weight_i[DATA_WIDTH*3-1-:DATA_WIDTH]),
		.data_o(data_pe2),
		.acc_o(acc_res_pe2)
	);
	pe_ws #(.DATA_WIDTH(DATA_WIDTH), .ACC_WIDTH(ACC_WIDTH)) pe_3 (
		.clk(clk),
		.rstn(rstn),
		.acc_en(acc_en),
        .load_en(load_en),
		.data_i(data_3_i),
        .acc_i(acc_res_pe2),
		.weight_i(weight_i[DATA_WIDTH*4-1-:DATA_WIDTH]),
		.data_o(data_pe3),
		.acc_o(acc_res_pe3) 
	);
	pe_ws #(.DATA_WIDTH(DATA_WIDTH), .ACC_WIDTH(ACC_WIDTH)) pe_4 (
		.clk(clk),
		.rstn(rstn),
		.acc_en(acc_en),
        .load_en(load_en),
		.data_i(data_pe0),
        .acc_i('0),
		.weight_i(weight_i[DATA_WIDTH*5-1-:DATA_WIDTH]),
		.data_o(data_pe4),
		.acc_o(acc_res_pe4)
	);
	pe_ws #(.DATA_WIDTH(DATA_WIDTH), .ACC_WIDTH(ACC_WIDTH)) pe_5 (
		.clk(clk),
		.rstn(rstn),
		.acc_en(acc_en),
        .load_en(load_en),
		.data_i(data_pe1),
        .acc_i(acc_res_pe4),
		.weight_i(weight_i[DATA_WIDTH*6-1-:DATA_WIDTH]),
		.data_o(data_pe5),
		.acc_o(acc_res_pe5)
	);
	pe_ws #(.DATA_WIDTH(DATA_WIDTH), .ACC_WIDTH(ACC_WIDTH)) pe_6 (
		.clk(clk),
		.rstn(rstn),
		.acc_en(acc_en),
        .load_en(load_en),
		.data_i(data_pe2),
        .acc_i(acc_res_pe5),
		.weight_i(weight_i[DATA_WIDTH*7-1-:DATA_WIDTH]),
		.data_o(data_pe6),
		.acc_o(acc_res_pe6)
	);
	pe_ws #(.DATA_WIDTH(DATA_WIDTH), .ACC_WIDTH(ACC_WIDTH)) pe_7 (
		.clk(clk),
		.rstn(rstn),
		.acc_en(acc_en),
        .load_en(load_en),
		.data_i(data_pe3),
        .acc_i(acc_res_pe6),
		.weight_i(weight_i[DATA_WIDTH*8-1-:DATA_WIDTH]),
		.data_o(data_pe7),
		.acc_o(acc_res_pe7)
	);
	pe_ws #(.DATA_WIDTH(DATA_WIDTH), .ACC_WIDTH(ACC_WIDTH)) pe_8 (
		.clk(clk),
		.rstn(rstn),
		.acc_en(acc_en),
        .load_en(load_en),
		.data_i(data_pe4),
        .acc_i('0),
		.weight_i(weight_i[DATA_WIDTH*9-1-:DATA_WIDTH]),
		.data_o(data_pe8),
		.acc_o(acc_res_pe8)
	);
	pe_ws #(.DATA_WIDTH(DATA_WIDTH), .ACC_WIDTH(ACC_WIDTH)) pe_9 (
		.clk(clk),
		.rstn(rstn),
		.acc_en(acc_en),
        .load_en(load_en),
		.data_i(data_pe5),
        .acc_i(acc_res_pe8),
		.weight_i(weight_i[DATA_WIDTH*10-1-:DATA_WIDTH]),
		.data_o(data_pe9),
		.acc_o(acc_res_pe9)
	);
	pe_ws #(.DATA_WIDTH(DATA_WIDTH), .ACC_WIDTH(ACC_WIDTH)) pe_10 (
		.clk(clk),
		.rstn(rstn),
		.acc_en(acc_en),
        .load_en(load_en),
		.data_i(data_pe6),
        .acc_i(acc_res_pe9),
		.weight_i(weight_i[DATA_WIDTH*11-1-:DATA_WIDTH]),
		.data_o(data_pe10),
		.acc_o(acc_res_pe10)
	);
	pe_ws #(.DATA_WIDTH(DATA_WIDTH), .ACC_WIDTH(ACC_WIDTH)) pe_11 (
		.clk(clk),
		.rstn(rstn),
		.acc_en(acc_en),
        .load_en(load_en),
		.data_i(data_pe7),
        .acc_i(acc_res_pe10),
		.weight_i(weight_i[DATA_WIDTH*12-1-:DATA_WIDTH]),
		.data_o(data_pe11),
		.acc_o(acc_res_pe11) 
	);
	pe_ws #(.DATA_WIDTH(DATA_WIDTH), .ACC_WIDTH(ACC_WIDTH)) pe_12 (
		.clk(clk),
		.rstn(rstn),
		.acc_en(acc_en),
        .load_en(load_en),
		.data_i(data_pe8),
        .acc_i('0),
		.weight_i(weight_i[DATA_WIDTH*13-1-:DATA_WIDTH]),
		.data_o(data_pe12),
		.acc_o(acc_res_pe12)
	);
	pe_ws #(.DATA_WIDTH(DATA_WIDTH), .ACC_WIDTH(ACC_WIDTH)) pe_13 (
		.clk(clk),
		.rstn(rstn),
		.acc_en(acc_en),
        .load_en(load_en),
		.data_i(data_pe9),
        .acc_i(acc_res_pe12),
		.weight_i(weight_i[DATA_WIDTH*14-1-:DATA_WIDTH]),
		.data_o(data_pe13),
		.acc_o(acc_res_pe13)
	);
	pe_ws #(.DATA_WIDTH(DATA_WIDTH), .ACC_WIDTH(ACC_WIDTH)) pe_14 (
		.clk(clk),
		.rstn(rstn),
		.acc_en(acc_en),
        .load_en(load_en),
		.data_i(data_pe10),
        .acc_i(acc_res_pe13),
		.weight_i(weight_i[DATA_WIDTH*15-1-:DATA_WIDTH]),
		.data_o(data_pe14),
		.acc_o(acc_res_pe14)
	);
	pe_ws #(.DATA_WIDTH(DATA_WIDTH), .ACC_WIDTH(ACC_WIDTH)) pe_15 (
		.clk(clk),
		.rstn(rstn),
		.acc_en(acc_en),
        .load_en(load_en),
		.data_i(data_pe11),
        .acc_i(acc_res_pe14),
		.weight_i(weight_i[DATA_WIDTH*16-1-:DATA_WIDTH]),
		.data_o(data_pe15),
		.acc_o(acc_res_pe15)
	);
    logic signed [ACC_WIDTH-1:0] acc_res_0_int;
    logic signed [ACC_WIDTH-1:0] acc_res_1_int;
    logic signed [ACC_WIDTH-1:0] acc_res_2_int;
    logic signed [ACC_WIDTH-1:0] acc_res_3_int;
    acc_result acc_0_instn (
        .clk(clk),
	    .rstn(rstn_acc),
	    .acc_en(acc_en),
        .acc_i(acc_res_pe3),
        .acc_o(acc_res_0_int)
    );
    acc_result acc_1_instn (
        .clk(clk),
	    .rstn(rstn_acc),
	    .acc_en(acc_en),
        .acc_i(acc_res_pe7),
        .acc_o(acc_res_1_int)
    );
    acc_result acc_2_instn (
        .clk(clk),
	    .rstn(rstn_acc),
	    .acc_en(acc_en),
        .acc_i(acc_res_pe11),
        .acc_o(acc_res_2_int)
    );
    acc_result acc_3_instn (
        .clk(clk),
	    .rstn(rstn_acc),
	    .acc_en(acc_en),
        .acc_i(acc_res_pe15),
        .acc_o(acc_res_3_int)
    );
    assign acc_o = {acc_res_3_int, acc_res_2_int, acc_res_1_int, acc_res_0_int};
endmodule  
### flow/run.sh
#!/bin/bash
# OpenROAD 26Q1-2900-gdf79404cd8, Yosys 0.63+post, stock flow scripts
make -C /OpenROAD-flow-scripts/flow DESIGN_CONFIG=/design/flow/config.mk WORK_HOME=/design/flow/orfs finish
==> results_dict.tcl <==
# metrics dict for downstream scripts
set metrics [dict create \
    routed_wire_length_per_instance_um 19.5 \
    critical_path.max_stage_delay_ns 0.93 \
    clockRootBuffer "clkbuf_16" \
    grt_usage_pct 28.6 \
    layout_top_cells "6839 x inv_1, 5700 x fa_1, 2648 x nand2_1, 2304 x ha_1, 1839 x and2_1" \
    die_height_um 761 \
    max-slew-margin-rel_pct 37.5 \
    openroad.warnings 46 \
    worstSetupPathDepth 27 \
    end_kind "register" \
    clk_transition_reported_paths_ns 0.06 \
    design_area_um2 311000 \
    placement.io_buffers 580 \
    worstMarginPinSlew_ns 0.935 \
    clk_latency_ns 0.98 \
    regToRegSetupSlack_ns 22.06 \
    timing.final.hold_violations 0 \
    setup_viol_count_final 0 \
    die_area_um2 579000 \
    cts-root-to-sink-buffers 4 \
    registers_synthesis 1600 \
    syn_to_final_growth_pct 7.86 \
    dominant_register_cell "dfrtp_1" \
    maxCapViolCount 0 \
    antenna_violations_before_repair 32 \
    final_layout_size_suffix_gt1_share_pct 7.30 \
    floorplan.core_area_um2 574000 \
    fin_setup_tns_ns 0 \
    edf_count 0 \
    ys_types 96 \
    fmaxAchievable_ghz 0.0703 \
    cts_hold_buffers 0 \
    synth_area_per_cell_um2 9.79 \
    placed_instance_area_um2 303000 \
    post_cts.resized_instances 0 \
    synthesis.instances 29400 \
    firstDrtPassIters 6 \
    synth_area_um2 288000 \
    hold_path_startpoint "acc_3_instn.acc_r[63]" \
    drcViolationCount 0 \
    hold_slack_ns 0.474 \
    slew_viol_final 0 \
    most_frequent_logic_cell_in_the_layout "inv_1" \
    layout_worst_path_cycle_share_pct 45.0 \
    post_drt_via_cell_ratio 5.22 \
    final_critical_path_time_including_i_o_delays_and_setup_ns 14.23 \
    timing.final.ws_setup_ns 17.37 \
    worst_ep_required_time_ns 32.51 \
    worst_reg2reg_path_depth 27 \
    worst-setup-path-type "in2reg" \
    crit_path_top_delay_cell "fa_1" \
    synth_warnings 2 \
    dp_slack_ns 16.39 \
    route.vias.total 195000 \
    pin_count 581 \
    detail_route_antenna_nets 0 \
    gr-total-overflow 0 \
    cts_num_sinks 1600 \
    row_count 278 \
    tritoncts "built" \
    ys_seq_share_pct 13.9 \
    critical_path.n_buffers_inverters 7 \
    critical_path.top_delay_family "adder cells" \
    clock-skew-final_ns 0.0697 \
    crit-reg2reg-capture "pe_7.mac_ws_inst.acc_r[61]" \
    critical_path_fanouts_max 23 \
    vias_in_the_first_global_route 214000 \
    gpl.final_weighted_congestion 0.943 \
    worstSetupEndpoint "pe_2.mac_ws_inst.acc_r[60]" \
    worstSetupStartpoint "data_2_i[15]" \
    fp.dieW_um 761 \
    detailedPlacementHpwl_um 608000 \
    initialDrtViolationCount 8827 \
    critical_path.reg2reg.startpoint "pe_3.mac_ws_inst.data_r[15]" \
    worst_ep_arrival_time_ns 15.14 \
    grt_max_degree 115 \
    fp-utilization_pct 50.2 \
    htreeDepth 4 \
    async_reset_ff_share_pct 100 \
    grt_first_pass_wirelength_um 1200000 \
    synth_stat.cells 29400 \
    outcome "finished clean" \
    startpoint_type "primary input" \
    grt_setup_unrepaired "no" \
    totalWireLength_um 731000 \
    synthesis_area_per_yosys_um2 288000 \
    min-delay-path-class "reg2reg" \
    cts_made_buffers 216 \
    post-cts-setup-buffers 0 \
]
-- final cells by class --
cell class                 count  area (um2)
antenna                       53         133
clock buffer                 287        6160
clock inverter               109        1460
fill                       50300      263000
inverter                    6851       25700
multi-input combinational  20000      218000
sequential                  1600       40000
tap                         7560        9460
timing repair buffer        1021        9240
-- state kept, by name, indices dropped and copies added, names as in the netlist, 64 cells and up --
| name | count |
|---|---|
| acc_3_instn.acc_r | 64 |
| pe_11.mac_ws_inst.acc_r | 64 |
| acc_1_instn.acc_r | 64 |
| pe_10.mac_ws_inst.acc_r | 64 |
| pe_5.mac_ws_inst.acc_r | 64 |
| pe_14.mac_ws_inst.acc_r | 64 |
| acc_2_instn.acc_r | 64 |
| pe_7.mac_ws_inst.acc_r | 64 |
| pe_3.mac_ws_inst.acc_r | 64 |
| pe_15.mac_ws_inst.acc_r | 64 |
| pe_2.mac_ws_inst.acc_r | 64 |
| pe_9.mac_ws_inst.acc_r | 64 |
| pe_1.mac_ws_inst.acc_r | 64 |
| pe_13.mac_ws_inst.acc_r | 64 |
| pe_6.mac_ws_inst.acc_r | 64 |
| acc_0_instn.acc_r | 64 |
-- routing by layer --
layer	up-vias	share of wire, %	routed length [um]	track usage [%]
met5	-	0.11	838	0.844
met4	26	3.6	26500	7.32
met3	794	9.3	68100	10.6
met2	5186	46	336000	43.2
met1	98600	41	299000	41.6
li1	90700	-	-	-
-- cells in the mapped netlist, drive strengths merged (33+ instances only) --
master   number  share of area, %
a2111oi      33              0.12
a211oi       88              0.23
a21boi       41              0.11
a21o        698               1.8
a21oi       953               1.7
a221oi       40              0.13
a31oi       113              0.25
and2       1840               4.0
and3        116              0.25
clkbuf      998               1.3
dfrtp      1600                14
fa         5708                40
ha         2304                10
inv        6840               8.9
mux2       1251               4.9
nand2      2648               3.5
nand2b      177              0.38
nand3       169              0.29
nand4       137              0.30
nor2        872               1.1
nor2b       156              0.34
nor3        119              0.21
o211ai       60              0.16
o21a        111              0.29
o21ai       570              0.99
o21bai      175              0.46
o31ai        76              0.20
or2          35             0.076
or3          39             0.085
xnor2       686               2.1
xor2        294              0.89
-- logic make-up (layout without fill, tap and decap cells) --
kind of cell,count (synthesis),count (layout),share of synthesized area (%)
compound gates,3259,3259,7.39
buf+inv,7875,8268,10.3
fa+ha+maj,8012,8012,49.7
mux,1265,1265,4.94
other cells,0,53,0
xor+xnor,980,980,2.98
simple gates,6434,6434,10.9
flops,1600,1600,13.9
-- worst min path at each step --
stage                                   end  slack (ns)  cells past startpoint
final                 acc_3_instn.acc_r[63]        0.47                      1
after global routing  acc_3_instn.acc_r[63]        0.49                      1
after CTS             acc_3_instn.acc_r[63]        0.48                      1
-- metrics by stage --
stage	utilization, %	cells
floorplan	-	29400
global placement	52.8	37000
detailed placement	52.8	37000
CTS	54.1	37400
global route	54.2	37400
finish	54.2	37400
